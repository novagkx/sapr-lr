## run.sh

```bash
#!/bin/bash
# OpenROAD 26Q1-2900-gdf79404cd8, Yosys 0.63+post, stock flow scripts
make -C /OpenROAD-flow-scripts/flow DESIGN_CONFIG=/design/flow/config.mk WORK_HOME=/design/flow/orfs finish
```

## config.mk

```make
export PLATFORM = sky130hd
export DESIGN_NAME = apb_slave_v2
export DESIGN_NICKNAME = apb_slave_v2
export VERILOG_FILES = /design/flow/design.v
export SDC_FILE = /design/flow/constraint.sdc
export NUM_CORES = 4
export LEC_CHECK = 1
export CORE_UTILIZATION = 40
```

## constraint.sdc

```tcl
current_design apb_slave_v2

set clk_period 5.9
set clk_io_pct 0.2

create_clock -name clk0 -period $clk_period [get_ports {pclk}]

set non_clock_inputs [all_inputs -no_clocks]
set_input_delay [expr $clk_period * $clk_io_pct] -clock clk0 $non_clock_inputs
set_output_delay [expr $clk_period * $clk_io_pct] -clock clk0 [all_outputs]
```

## design.v

```verilog
module apb_slave_v2 (
    input  logic        pclk,
    input  logic        presetn,
    input  logic [31:0] paddr,
    input  logic [31:0] pwdata,
    input  logic        psel,
    input  logic        penable,
    input  logic        pwrite,
    output logic        pready,
    output logic        pslverr,
    output logic [31:0] prdata
);
    logic [31:0] ctrl_reg;       
    logic [31:0] sin_out_reg;    
    logic [31:0] sin_lut [0:7];
    initial begin
        sin_lut[0] = 32'h00000000;  
        sin_lut[1] = 32'h00007071;  
        sin_lut[2] = 32'h00010000;  
        sin_lut[3] = 32'h00007071;  
        sin_lut[4] = 32'h00000000;  
        sin_lut[5] = 32'hFFFF8F8F;  
        sin_lut[6] = 32'hFFFF0000;  
        sin_lut[7] = 32'hFFFF8F8F;  
    end
    enum logic [1:0] { APB_SETUP, APB_W_ENABLE, APB_R_ENABLE } apb_st;
    always_ff @(posedge pclk or negedge presetn) begin
        if (!presetn) begin
            ctrl_reg    <= 32'h0;
            sin_out_reg <= 32'h0;
            prdata      <= 32'h0;
            pready      <= 1'b0;
            pslverr     <= 1'b0;
            apb_st      <= APB_SETUP;
        end
        else begin
            case (apb_st)
                APB_SETUP: begin
                    pready  <= 1'b0;
                    pslverr <= 1'b0;
                    prdata  <= 32'h0;
                    if (psel && !penable) begin
                        apb_st <= pwrite ? APB_W_ENABLE : APB_R_ENABLE;
                    end
                end
                APB_W_ENABLE: begin
                    if (psel && penable && pwrite) begin
                        pready <= 1'b1;
                        case (paddr[7:0])
                            8'h10: begin
                                ctrl_reg <= pwdata;
                                if (pwdata[2:0] <= 7)
                                    sin_out_reg <= sin_lut[pwdata[2:0]];
                                else begin
                                    sin_out_reg <= 32'hDEAD_BEEF;
                                    pslverr <= 1'b1;
                                end
                            end
                            default: pslverr <= 1'b1;
                        endcase
                        apb_st <= APB_SETUP;
                    end
                end
                APB_R_ENABLE: begin
                    if (psel && penable && !pwrite) begin
                        pready <= 1'b1;
                        case (paddr[7:0])
                            8'h10: prdata <= ctrl_reg;
                            8'h14: prdata <= sin_out_reg;
                            default: pslverr <= 1'b1;
                        endcase
                        apb_st <= APB_SETUP;
                    end
                end
                default: begin
                    pslverr <= 1'b1;
                    apb_st  <= APB_SETUP;
                end
            endcase
        end
    end
endmodule
```

==> results.txt <==
fresh numbers from the pnr run: total grt overflow=0, total placed cells including tap cells=399, Clock Power Share=0.423, clk buf depth=2, r2r setup slk=3.90 ns, hold endpoint=sin_out_reg[27], RSZ-0062 raised after global routing=false, routed vias=2108, total CTS buffers=9, P per Cell Area=264 mW/mm2, Fin. Hold Viols=0, setup bufs post-CTS=0, number of enable flip-flop cells=0, main flop type=dfrtp_1, cts hold-fix bufs=0, Crit Path Class=input port to flip-flop, Critical Path End Type=flip-flop, CTS tree=yes, reg2reg path depth=4, Area growth syn-to-layout=36.4%, synth warn=1, # Max-Cap Violations=0, crit-path max cell delay=0.60 ns, drt total wl=6500 um, Sw Share=0.223, Insertion Delay late pin=0.34 ns, initial antenna violation count=0, R2R Path End=ctrl_reg[30], synthesized area per cell=13.3 um2, cycle use final=0.552, Setup Skew=0.00659 ns, Crit path buffers/inverters=2, sequential standard cell area=0.00183 mm2, Worst slew margin=0.562, detailed-route wire length per cell=15.7 um, CTS clk-pin slew, worst paths=0.07 ns, DRT Pass-1 Iters=4, Hold Crit Depth=2, ys cells=231, final-layout fill cell count=606, Overall Power=1.11 mW, setup tns final=0 ns, Largest delay share family, worst path=simple AND/OR/NAND/NOR gates, placer congestion estimate=0.742, Gate Area=0.00116 mm2, ANT nets after route=0, Yosys Chip Area=0.00308 mm2, crit start category=input port, height of the chip=89.7 um, vias per cell=5.09, flip-flop count of the largest register after layout=32, antenna cell count=0, WP data required=6.12 ns, busiest grt layer=met1, outcome=finished, final reports clean, final period demand of the worst path=3.25 ns, final setup violating endpoints=0, fp util=0.420, Worst Path Arrival=3.47 ns, tightest hold margin=0.481 ns, input/output buffers=78, met2 Use GR=0.259, CP Max Fanout=30, Lkg Pwr=1.86 nW, number of gates resized after CTS=0, Crit-path slowest cell=nand4_1, Netlist cell types=35, Min-Delay Path Class=flip-flop to flip-flop, Root Buffer=clkbuf_8, DR DRC count=0, NetSw=0.247 mW, GR Util met1=0.287, Post-Syn Instances=231, CTS sink cnt=73, Tool Warnings=49, Achievable Freq=0.307 GHz, Synth async-reset ratio=1.00, sequential share of power=0.476, Post-Synthesis Cell Area=0.00308 mm2, met3 usage=0.0412, Cell Rows=31, ys flops=73, largest net degree at the start of global routing=42, worst-path cell chain=clkdlybuf4s50_1 > nor4b_2 > nand4_1 > buf_4 > mux2_2, Least-Margin Pin Slew=0.654 ns, hold path start=sin_out_reg[27], IO Pins=103, layout cells sized above 1=0.222, DP Wirelength=4210 um, gr usage total=0.175, combinational share of power=0.100, final-report max-slew violation count=0, internal power=0.861 mW, Final Non-Filler Cells=414, vias in the first global route=2066, H-tree levels=3, Die X=89.7 um, Worst R2R Start=apb_st[2], first-pass GRT wire length=10800 um, Worst VDD drop=189 uV, Core ar.=0.00733 mm2, First DRT Iteration DRCs=64, chip area=0.00805 mm2, sequential element share of the synthesized area=0.594
through the flow:
| step | cell area, um2 | setup WS [ns] | utilization |
|---|---|---|---|
| 2_1_floorplan | 3080 | 3.44 | - |
| 3_3_place_gp | 3960 | 2.19 | 0.540 |
| 3_5_place_dp | 3960 | 2.20 | 0.540 |
| 4_1_cts | 4200 | 2.59 | 0.573 |
| 5_1_grt | 4200 | 2.47 | 0.573 |
| 6_report | 4200 | 2.65 | 0.573 |
per-layer routing:
layer  up-vias  part of all wire
met1      1023              0.48
met4         0             0.011
met3         5             0.048
li1       1023                 -
met2        57              0.46
met5         -                 0
how the worst max path moves through the flow:
stage	start	end	slack (ns)	depth (start not counted)
CTS	paddr[5]	ctrl_reg[30]	2.59	5
global route	paddr[5]	ctrl_reg[13]	2.47	5
finish	paddr[5]	ctrl_reg[30]	2.65	5
area by class of cell:
| type | count | share of cell area |
|---|---|---|
| Tap cell | 99 | 0.0295 |
| Sequential cell | 73 | 0.435 |
| Inverter | 7 | 0.00626 |
| Timing Repair Buffer | 83 | 0.194 |
| Clock buffer | 10 | 0.0328 |
| Clock inverter | 5 | 0.0247 |
| Multi-Input combinational cell | 137 | 0.277 |
cells in the final DEF, fill, tap and decap left out, drive strengths merged, types with 3 or more instances in the layout:
| master | Yosys | layout |
|---|---|---|
| nand2 | 6 | 6 |
| o21ai | 9 | 9 |
| inv | 7 | 7 |
| clkdlybuf4s50 | 0 | 77 |
| a21oi | 33 | 33 |
| bufinv | 0 | 3 |
| mux2 | 32 | 32 |
| nor3 | 4 | 4 |
| clkbuf | 5 | 10 |
| dfrtp | 72 | 72 |
| buf | 9 | 6 |
| o2bb2ai | 31 | 31 |
worst reg2reg max path: cells and delay by family, from the launching register on:
kind / cells / cell delay, ns
multiplexers: 1 / 0.32
buffers and inverters: 1 / 0.49
AND/OR/NAND/NOR: 2 / 0.67
flip-flops: 1 / 0.41
cells by family after synthesis:
kind of cell / share of synthesized area
AND/OR/NAND/NOR: 0.0585
multiplexers: 0.124
flip-flops: 0.594
AND-OR/OR-AND: 0.192
buffers and inverters: 0.0321
synth_stat cells (all sizes together) (2+ instances only):
| cell type | n | area (um2) |
|---|---|---|
| dfrtp | 72 | 1800 |
| nor3 | 4 | 47.5 |
| mux2i | 2 | 20.0 |
| nand4 | 2 | 12.5 |
| clkbuf | 5 | 18.8 |
| inv | 7 | 26.3 |
| nor2 | 2 | 7.51 |
| o21ai | 9 | 45.0 |
| mux2 | 32 | 360 |
| buf | 9 | 53.8 |
| a21oi | 33 | 165 |
| or4b | 2 | 23.8 |
| nand2 | 6 | 22.5 |
| o2bb2ai | 31 | 334 |
power by group through the flow:
stage	clock, mW	sequential (mW)	combinational (mW)
4_1_cts	0.483	0.528	0.113
5_1_grt	0.506	0.530	0.124
6_report	0.469	0.528	0.111
Power is estimated from default activity; no workload was simulated.
